<file path="config.mk">
export PLATFORM = sky130hd
export DESIGN_NAME = multiseg_driver
export DESIGN_NICKNAME = multiseg_driver
export VERILOG_FILES = /design/flow/design.v
export SDC_FILE = /design/flow/constraint.sdc
export NUM_CORES = 4
export LEC_CHECK = 1
export CORE_UTILIZATION = 30
</file>
<file path="constraint.sdc">
current_design multiseg_driver

set clk_period 6.0
set clk_io_pct 0.2

create_clock -name clk0 -period $clk_period [get_ports {clk}]

set non_clock_inputs [all_inputs -no_clocks]
set_input_delay [expr $clk_period * $clk_io_pct] -clock clk0 $non_clock_inputs
set_output_delay [expr $clk_period * $clk_io_pct] -clock clk0 [all_outputs]
</file>
<file path="design.v">
`timescale 1ns / 1ps
module anode_generator(
    input clk,
    input [15:0] bcd_in,
    output [3:0] seg_anode,
    output reg [3:0] bcd_out 
    );
	reg [9:0] counter = 0;  
	reg [3:0] anode = 4'b1110;  
	reg [3:0] anode_buff;
	always @(posedge clk) begin
		counter <= counter + 1;  
		if (counter == 1023) begin
		    anode_buff <= anode;
			anode <= {anode[2:0], anode[3]};  
			case (anode)
				4'b1110: bcd_out <= bcd_in[3:0];  
				4'b1101: bcd_out <= bcd_in[7:4];
				4'b1011: bcd_out <= bcd_in[11:8];
				4'b0111: bcd_out <= bcd_in[15:12];
				default: bcd_out <= 4'b0;
			endcase
			counter <= 0;
		end
	end
	assign seg_anode = anode_buff;
endmodule
`timescale 1ns / 1ps
module multiseg_driver(
    input clk,
    input [15:0] bcd_in,
    output [3:0] seg_anode,
    output [6:0] seg_cathode
    );
	wire [3:0] bcd_result;
	anode_generator anode_gen(.clk(clk), .bcd_in(bcd_in), .seg_anode(seg_anode), .bcd_out(bcd_result));
	segment_7_binary cat_gen(.data_in(bcd_result), .seg(seg_cathode));
endmodule
`timescale 1ns / 1ps
module segment_7_binary(
    input [3:0] data_in,
    output reg [6:0] seg
    );
	always @* begin
		case (data_in)
			0: seg = 7'b0000001;  
			1'b0001: seg = 7'b1001111;  
			2: seg = 7'b0010010;
			3: seg = 7'b0000110;
			4: seg = 7'b1001100;
			5: seg = 7'b0100100;
			6: seg = 7'b0100000;
			7: seg = 7'b0001111;
			8: seg = 7'b0000000;
			9: seg = 7'b0000100;
			default: seg = 7'b1111111;  
		endcase
	end
endmodule
</file>
<file path="run.sh">
#!/bin/bash
# OpenROAD 26Q1-2900-gdf79404cd8, Yosys 0.63+post, stock flow scripts
make -C /OpenROAD-flow-scripts/flow DESIGN_CONFIG=/design/flow/config.mk WORK_HOME=/design/flow/orfs finish
</file>
==> impl_metrics.yaml <==
# synthesis and place-and-route metrics
final_timing:
  rsz0062_at_grt: "false"
  fmax_ghz: 0.303
  slew_viol_final: 0
  setup_viol_count_final: 0
  hold_viol_final: 0
  fin_skew_ns: 0.00341
  hold_ws_ns: 0.486
  relSlewSlack_pct: 43.7
  fin_setup_tns_ns: 0
  tightest_slew_ns: 0.839
  finalClockPeriodUsage_pct: 55.1
  min_period_ns: 3.30
setup_path:
  cp.arrival_ns: 3.48
  crit_type: "in -> reg"
  worst-path-max-fanout: 5
  crit_path_end_kind: "flop"
  cp-start-kind: "input port"
  critPathRequiredTime_ns: 6.17
synth:
  yosys-top-cells-area: "edfxtp_1, dfxtp_1, nand3b_1"
  syn_area_mm2: 0.00148
  yosys_warnings: 2
  ys_area_mm2: 0.00148
  async_flop_share_pct: 0
  ys_seq_share_pct: 47.3
  yosysCellCount: 139
  yosys_most_used_dff: "dfxtp_1"
  syn_avg_cell_area_um2: 10.6
  top_cell_area_share_pct: 24.3
  synthCells: 139
  yosysTopAreaCell: "edfxtp_1"
  synth_cell_types: 42
  edf_count: 12
  ys.flops: 29
status:
  outcome: "finished, final reports clean"
clocking:
  clk_latency_ns: 0.28
  path_clk_slew_ns: 0.06
  cts_sinks: 29
  ctsResizeCount: 0
  cts-htree-levels: 2
  numCtsBuffers: 5
  clock_path_buffers: 2
  cts_setup_buffers: 0
  root_buffer: "clkbuf_8"
  cts_tree: "yes"
  cts_hold_buf: 0
grt:
  grt_pass1_wl_um: 4640
  overflow: 0
  grtUsageTotal_pct: 11.4
  grt_max_degree: 24
  antenna_found_initial: 0
  grt_pass1_vias: 1072
route:
  drcViolationCount: 0
  antennaDiodeCount: 0
  ant_nets: 0
  wl_per_cell_um: 11.8
  wl_um: 2790
  drt_iter0_drc: 43
  dr.pass1.iters: 4
  routed_via_density: 4.83
  via_count: 1140
final_layout:
  area_growth_pct: 27.6
  drive_gt1_share_pct: 9.47
run:
  max_cap_viol_count: 0
  warnings: 30
placement:
  port_buffers: 27
  dp_hpwl_um: 2050
  place_congestion: 0.870
die:
  core_area_mm2: 0.00472
  chip_area_mm2: 0.00522
  dieWidth_um: 72.2
  num_io_pins: 28
  fp-utilization_pct: 31.3
  rows: 25
  die.size.y_um: 72.2
pwr:
  ir_drop_uv: 120
  power.leakage_nw: 0.707
  finalPower_mw: 0.372
  powerDensity_mw_per_mm2: 197
hold_path:
  hp-class: "reg -> reg"
-- synthesized netlist by cell type, types with 2 or more instances --
cell type  number
a21oi_1         7
a31o_2          2
a31oi_1         3
and2_1          2
and4_4          2
buf_2           2
buf_6           2
dfxtp_1        17
edfxtp_1       12
ha_1            7
inv_1           8
mux2i_1         2
nand2_1         9
nand3_1         4
nand3b_1       13
nand4_1         2
nor2_1          7
o21ai_0         5
o22ai_1         3
o31a_1          2
o32a_1          3
xnor2_1         3
xor2_1          3
-- final cells by class --
class                   count  area, um2
inverters                   8       30.0
clock buffers               7       86.3
repair buffers             27        270
multi-input cells          98        717
flip-flops and latches     29        701
well taps                  67       83.8
fillers                   444       2840
-- registers in the layout (all words and copies together) (netlist names) --
name,cells
anode_gen.anode,4
anode_gen.anode_buff,4
anode_gen.bcd_out,4
anode_gen.counter,10
seg_cathode,7
-- per-stage QoR --
step	cells	utilization [%]	setup slack, ns	area, um2
4_1_cts	236	40.0	2.71	1890
3_5_place_dp	229	38.1	2.41	1800
5_1_grt	236	40.0	2.50	1890
3_3_place_gp	229	38.1	2.48	1800
6_report	236	40.0	2.70	1890
2_1_floorplan	139	-	3.04	1480
-- where the power goes --
group / internal, mW / total [mW] / switching, mW
registers: 0.204 / 0.204 / 0
logic: 0.00900 / 0.0104 / 0.00142
clock network: 0.0907 / 0.158 / 0.0670
-- per-layer routing --
metal | wire length, um | track usage (%) | vias up
li1 | - | - | 573
met1 | 1300 | 15.9 | 538
met2 | 1320 | 19.0 | 21
met3 | 108 | 2.25 | 8
met4 | 63 | 2.18 | 0
met5 | 0 | 0 | -
-- layout by cell type, fill, tap and decap left out, types with 2 or more instances in the layout --
cell type	netlist	routed
clkdlybuf4s50_1	0	27
dfxtp_1	17	17
nand3b_1	13	13
edfxtp_1	12	12
nand2_1	9	9
inv_1	8	8
a21oi_1	7	7
nor2_1	7	7
ha_1	7	7
clkbuf_8	0	6
o21ai_0	5	5
nand3_1	4	4
a31oi_1	3	3
o22ai_1	3	3
o32a_1	3	3
xnor2_1	3	3
xor2_1	3	3
and4_4	2	2
and2_1	2	2
a31o_2	2	2
mux2i_1	2	2
o31a_1	2	2
nand4_1	2	2
-- critical path: stages --
cell,delay [ns]
clkdlybuf4s50_1,0.39
and3b_1,0.17
a31oi_1,0.14
o22ai_1,0.11
o21ai_0,0.51
inv_1,0.15
ha_1,0.27
o31a_1,0.30
a31o_2,0.22
-- path summary, 6_finish.rpt --
check / depth (start not counted) / endpoint / start / slack (ns)
setup reg to reg: 12 / seg_cathode[0] / anode_gen.counter[0] / 2.79
hold reg to reg: 1 / anode_gen.counter[4] / anode_gen.counter[4] / 0.49
setup / recovery: 9 / seg_cathode[0] / bcd_in[12] / 2.70
hold / removal: 1 / anode_gen.counter[4] / anode_gen.counter[4] / 0.49
-- cell families after synthesis --
| kind of cell | Yosys count | synth area share, % |
|---|---|---|
| AOI/OAI and AO/OA | 35 | 16.9 |
| xor gates and xnor gates | 6 | 3.55 |
| adders and majority gates | 7 | 5.92 |
| buffers and inverters | 12 | 4.23 |
| DFF | 29 | 47.3 |
| muxes | 2 | 1.35 |
| and+or+nand+nor | 48 | 20.7 |
Power figures rest on the tool's default switching activity, not on a simulated workload.
